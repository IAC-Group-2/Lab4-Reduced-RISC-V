File: design.v
module regfile #(
    ADDRESS_WIDTH = 5,
    DATA_WIDTH = 32
) (
    input   logic                       clk,
    input   logic [ADDRESS_WIDTH-1:0]   ad1,
    input   logic [ADDRESS_WIDTH-1:0]   ad2,
    input   logic [ADDRESS_WIDTH-1:0]   ad3,
    input   logic [DATA_WIDTH-1:0]      wd3,
    input   logic                       we3,
    output  logic [DATA_WIDTH-1:0]      rd1,
    output  logic [DATA_WIDTH-1:0]      rd2,
    output  logic [DATA_WIDTH-1:0]      a0
);
    logic [DATA_WIDTH-1:0] mem [2**ADDRESS_WIDTH-1:0];
    always_ff@(posedge clk) begin
        if (we3)
            mem[ad3] <= wd3;
    end
    assign rd1 = mem[ad1];
    assign rd2 = mem[ad2];
    assign a0 = mem[10];
endmodule
File: run.sh
#!/bin/bash
# OpenROAD 26Q1-2900-gdf79404cd8, Yosys 0.63+post, stock flow scripts
make -C /OpenROAD-flow-scripts/flow DESIGN_CONFIG=/design/flow/config.mk WORK_HOME=/design/flow/orfs finish
File: config.mk
export PLATFORM = sky130hd
export DESIGN_NAME = regfile
export DESIGN_NICKNAME = regfile
export VERILOG_FILES = /design/flow/design.v
export SDC_FILE = /design/flow/constraint.sdc
export NUM_CORES = 4
export LEC_CHECK = 1
export CORE_UTILIZATION = 40
File: constraint.sdc
current_design regfile

set clk_period 5.1
set clk_io_pct 0.2

create_clock -name clk0 -period $clk_period [get_ports {clk}]

set non_clock_inputs [all_inputs -no_clocks]
set_input_delay [expr $clk_period * $clk_io_pct] -clock clk0 $non_clock_inputs
set_output_delay [expr $clk_period * $clk_io_pct] -clock clk0 [all_outputs]
==> impl_metrics.json <==
{
  "p_seq_frac": 0.511,
  "holdCritPathClass": "in -> reg",
  "route.detailed.drc": 0,
  "ant_nets": 0,
  "cts-root-buf": "clkbuf_16",
  "p_comb_frac": 0.098,
  "largest_register_ff_count": 1024,
  "clock_path_buffers": 3,
  "p_leak_nw": 20.7,
  "swShare": 0.231,
  "ff_type": "edfxtp_1",
  "hold_buffers": 0,
  "synth.avg_cell_area_um2": 14.4,
  "fin_crit_sh": 0.967,
  "chipHeight_um": 351,
  "hold_viol_final": 0,
  "warnings": 26,
  "wire_per_inst_um": 29.1,
  "drt_iter0_markers": 2016,
  "cts_resized": 0,
  "io_pins": 145,
  "yosys_warnings": 1,
  "ir_worst_vdd_mv": 0.275,
  "routabilityCongestion": 0.874,
  "synthToLayoutAreaGrowth_pct": 15.8,
  "slowest_stage": "clkdlybuf4s50_1",
  "grt_usage": 0.267,
  "vias": 31100,
  "start_kind": "primary input",
  "worstMarginPinSlew_ns": 0.929,
  "p_switching_mw": 4.26,
  "fmax_mhz": 203,
  "antenna_found_initial": 3,
  "crit_arrival_ns": 3.91,
  "startpoint": "ad2[2]",
  "numCtsBuffers": 105,
  "core_area_um2": 120000,
  "n_antenna_cell": 0,
  "portBuffers": 144,
  "synthCells": 3386,
  "top_register": "mem",
  "postCtsSetupBuffers": 0,
  "p_per_area_nw_per_um2": 326,
  "reg.largest.list": "mem (1024)",
  "grt-ovfl-total": 0,
  "fin_crit_ns": 4.93,
  "ys_ff": 1024,
  "grt_pass1_vias": 32000,
  "worstSetupEndpoint": "rd2[31]",
  "cts.htree.levels": 3,
  "cap_violations": 0,
  "ys_cells": 3386,
  "power.total_mw": 18.4,
  "clk_pin_slew_worst_paths_ns": 0.06,
  "cp_num_buf_inv": 4,
  "edf_count": 1024,
  "dieArea_um2": 123000,
  "rsz0062_at_grt": "no",
  "tritoncts": "yes",
  "rows": 127,
  "crit_type": "in -> out",
  "synth_area_um2": 48800,
  "fp_util": 0.405,
  "cp.depth": 9,
  "synth_seq_share": 0.630,
  "crit_chain": "clkdlybuf4s50_1, nor2b_4, buf_12, buf_4, a22o_1, nor3_1, a31oi_1, nand3_1, clkdlybuf4s50_1",
  "fp.dieW_um": 351,
  "lay_top_cells": "mux2i_1 (1024), edfxtp_1 (1024), nand3_1 (194), nand2_1 (193)",
  "viasPerCell": 5.90,
  "hpwlAfterDp_um": 90200,
  "grt_max_degree": 65,
  "status": "completed",
  "cp.required_ns": 4.08,
  "internal_power_mw": 14.2,
  "grt_pass1_wl_um": 220000,
  "slew-limit-headroom": 0.379,
  "crit_path_max_fanout": 31,
  "yosysChipArea_um2": 48800,
  "layout-drive-gt1-share": 0.104,
  "crit_top_cell": "clkdlybuf4s50_1",
  "firstDrtPassIters": 5,
  "max_stage_delay_ns": 0.69,
  "crit_family": "buffers and inverters",
  "p_clk_frac": 0.391,
  "slew_violations": 0,
  "wirelength_um": 153000,
  "fin_tns_setup_ns": 0,
  "numClockSinks": 1024,
  "async_reset_ff_frac": 0,
  "setup_viol": 0,
  "cp-end-kind": "primary output",
  "synth.distinct_cells": 23
}
## power by group through the flow
| stage | clock network (mW) | logic [mW] | registers (mW) |
|---|---|---|---|
| finish | 7.20 | 1.81 | 9.41 |
| global route | 7.61 | 1.92 | 9.41 |
| CTS | 7.29 | 1.80 | 9.41 |
## stage by stage
| step | area, µm² | setup WS [ns] | utilization | hold WS (ns) | cells |
|---|---|---|---|---|---|
| finish | 56500 | 0.166 | 0.469 | 1.17 | 5277 |
| global route | 56500 | 0.138 | 0.469 | 1.18 | 5277 |
| CTS | 56500 | 0.209 | 0.469 | 1.14 | 5277 |
| detailed placement | 53300 | 0.204 | 0.443 | 1.82 | 5087 |
| global placement | 53300 | 0.216 | 0.443 | 1.81 | 5087 |
| floorplan | 48800 | 1.65 | - | 1.12 | 3386 |
## kinds of logic after synthesis
group / count (synthesis) / synth area share
muxes: 1024 / 0.210
DFF: 1024 / 0.630
AOI/OAI and AO/OA: 576 / 0.0804
and+or+nand+nor: 509 / 0.0471
buffers and inverters: 253 / 0.0321
## final cells by class
cell class,instances,area (µm²)
clock inverter,57,385
clock buffer,133,2780
timing repair buffer,342,3800
sequential,1024,30700
multi-input combinational,2109,16800
fill,10400,63900
tap,1612,2020
## synthesized netlist by cell type (5+ instances only)
library cell | number | area share
a22o_1 | 128 | 0.023
nand2_1 | 195 | 0.015
mux2i_1 | 1024 | 0.21
buf_2 | 70 | 0.0072
buf_6 | 45 | 0.010
nand3b_1 | 5 | 0.00077
nor2_1 | 35 | 0.0027
clkbuf_1 | 83 | 0.0064
edfxtp_1 | 1024 | 0.63
a22oi_1 | 192 | 0.030
nor3_1 | 64 | 0.0066
a31oi_1 | 64 | 0.0082
buf_4 | 47 | 0.0072
nand3_1 | 194 | 0.020
a21oi_1 | 192 | 0.020
## how the worst min path moves through the flow
stage	slack, ns	to	depth (start not counted)	startpoint
CTS	1.14	mem[8][21]$_DFFE_PP_	2	wd3[21]
global route	1.18	mem[9][30]$_DFFE_PP_	2	wd3[30]
finish	1.17	mem[24][13]$_DFFE_PP_	2	wd3[13]
## metal layers
layer | vias up | GRT usage | wire [µm]
li1 | 13800 | - | -
met1 | 15400 | 0.351 | 57100
met2 | 1684 | 0.392 | 69700
met3 | 269 | 0.162 | 21900
met4 | 6 | 0.0636 | 4550
met5 | - | 0.00353 | 35
Power and IR drop assume default switching activity.
