`flow/design.v`:
```
module ALU #(
    DATA_WIDTH = 32
) (
    input   logic [DATA_WIDTH-1:0]  in0,
    input   logic [DATA_WIDTH-1:0]  in1,
    input   logic [2:0]             ctrl,
    output  logic [DATA_WIDTH-1:0]  out,
    output  logic                   eq
);
always_comb begin
    out = 0;
    eq = 0;
    case (ctrl)  
        3'b000: out = in0 + in1;  
        3'b001: out = in0 - in1;  
        3'b101: eq = in0 < in1;  
        3'b011: out = in0 | in1;  
        3'b010: out = in0 & in1;  
        default:
            begin
            eq = 0;
            out = 0;
            end
    endcase
end
endmodule
```
`flow/run.sh`:
```
#!/bin/bash
# OpenROAD 26Q1-2900-gdf79404cd8, Yosys 0.63+post, stock flow scripts
make -C /OpenROAD-flow-scripts/flow DESIGN_CONFIG=/design/flow/config.mk WORK_HOME=/design/flow/orfs finish
```
`flow/config.mk`:
```
export PLATFORM = sky130hd
export DESIGN_NAME = ALU
export DESIGN_NICKNAME = ALU
export VERILOG_FILES = /design/flow/design.v
export SDC_FILE = /design/flow/constraint.sdc
export NUM_CORES = 4
export LEC_CHECK = 1
export CORE_UTILIZATION = 50
```
`flow/constraint.sdc`:
```
current_design ALU

set clk_period 28.6
set clk_io_pct 0.2

create_clock -name clk0 -period $clk_period

set non_clock_inputs [all_inputs -no_clocks]
set_input_delay [expr $clk_period * $clk_io_pct] -clock clk0 $non_clock_inputs
set_output_delay [expr $clk_period * $clk_io_pct] -clock clk0 [all_outputs]
```
==> job_summary.md <==
### Flow metrics

| Metric | Value |
|---|---|
| Share of the yosys chip area belonging to registers | 0% |
| Vias in the first global route | 4871 |
| Actual slew at the worst max-slew pin | roughly 0.96 ns |
| GP Congestion | 0.994 |
| Die H | 99.6 µm |
| And+or+nand+nor area frac | 19.1% |
| Core Area | 9240 µm² |
| Crit path kind | in2out |
| Synth mux share | under 10% |
| Syn Area/Cell | between 6 and 7 µm² |
| Post_cts resized | 0 |
| Initial DRC Count | approximately 240 |
| Maximum clock rate | around 65 MHz |
| RSZ-0062 raised after global routing | false |
| Synthesized netlist cell count | 722 |
| Most frequent cells in the layout | ha_1, inv_1, clkdlybuf4s50_1 |
| Gr usage total | 28.3% |
| Post-layout minimum cycle time | ~15 ns |
| Synth-to-Final Area Change | 21.9% |
| Overall Power | 0.000108 W |
| Sw Pwr | 0.0000571 W |
| Yosys stat area | 4760 µm² |
| Synth area leaders | ha_1, a21oi_1, inv_1 |
| Fin crit share | 53.9% |
| WHS | roughly 13 ns |
| Final slew viol count | 0 |
| Init Core Util | 51.5% |
| Die Size | 9910 µm² |
| Routed WL | 13900 µm |
| Worst Hold Depth | 5 |
| Worst VDD drop | 0.00887 mV |
| Area leader, netlist | ha_1 |
| CP arrival | 9.71 ns |
| P_int | 0.0000511 W |
| Pin count of the biggest net entering global routing | 41 |
| Row count | 35 |
| Hold Path Class | in2out |
| Port buffer count | 100 |
| GRT overflow | 0 |
| Setup crit end kind | output port |
| Die Width | 99.6 µm |
| Cell Pwr Density | 18.6 nW/µm² |
| Area share of the largest cell type after synthesis | 27.6% |
| FF+latch area | 0 µm² |
| Post-Synth AOI/OAI Area | 36.8% |
| Setup tns final | 0 ns |
| Flop pwr share | 0% |
| Mapped Area | roughly 4800 µm² |
| Final Hold Vio Count | 0 |
| # fillers | ~840 |
| Worst slew margin | 35.5% |
| Drt pass-1 iters | 5 |
| Via count | between 5000 and 6000 |
| Leak Pwr | 2.68 nW |
| Worst setup SP type | input pin |
| I/O pin cnt | roughly 100 |
| Max Cap Viol | 0 |
| Post-CTS Hold Buffers | 0 |
| Sequential cells | 0 |
| Antenna viol nets, final | 0 |
| Most frequent logic cell in the layout | ha_1 |
| ANT cells | 0 |
| Initial antenna violation count | 0 |
| Sw Share | 52.8% |
| Combinational share of power | 100.0% |
| Final setup fails | 0 |
| Adder Share, Synth | about 28% |
| Critical Path RT | 22.88 ns |
| Largest fanout on the critical path | 8 |
| Clock buffer count | 0 |
| Synth Area in XOR/XNOR | under 10% |
| # Post-CTS Setup Buffers | 0 |
| Clk network pwr share | 0% |
| Top non-seq family | AND-OR/OR-AND gates |
| Synth cell types | 65 |
| Outcome | finished clean |
| Yosys warns | 1 |
| First-pass GRT wire length | 22800 µm |
| Detailed placer's ending HPWL | 11100 µm |
| Tool warnings | 106 |
| Yosys stat cell total | 722 |
| Share of layout cells above drive strength 1 | 3.17% |
| Vias per Instance | a little under 6 |
| Remaining DRCs | 0 |
| Per-cell routed wire length | ~15 µm |
-- worst max-delay path, stage by stage --
cell and delay, ns:
clkdlybuf4s50_1 0.50, inv_1 0.05, ha_1 0.42, nor2_1 0.11, o311a_1 0.34, a21oi_1 0.26
o211ai_2 0.14, o31ai_1 0.54, o31a_1 0.36, o221a_2 0.30, xor2_1 0.16, a221oi_1 0.09
a21oi_1 0.21, clkdlybuf4s50_1 0.49
-- cells by family (layout without fill, tap and decap cells) --
group | Yosys count | in the layout
AOI/OAI and AO/OA | 261 | 261
xor gates and xnor gates | 16 | 16
adders and majority gates | 107 | 107
buffers and inverters | 139 | 206
muxes | 5 | 5
and+or+nand+nor | 194 | 194
-- layout make-up --
type                            instances  area [µm²]  share of cell area [%]
Timing Repair Buffer                  106        1050                    18.0
Multi-Input combinational cell        583        4220                    72.7
Tap cell                              129         161                    2.78
Inverter                              100         375                    6.47
-- worst paths after layout --
path  startpoint       to  slack, ns
max       in0[2]  out[28]      13.17
min       in1[5]   out[5]      12.60
-- cell usage after synthesis, drive strengths merged (8+ instances only) --
| cell | number |
|---|---|
| a221oi | 10 |
| nor3 | 8 |
| o211ai | 11 |
| nand2 | 45 |
| o221ai | 19 |
| inv | 100 |
| a21oi | 83 |
| xnor2 | 14 |
| nand3 | 8 |
| o21bai | 13 |
| o31ai | 11 |
| clkbuf | 22 |
| a21o | 9 |
| o21ai | 44 |
| o22ai | 8 |
| buf | 17 |
| a211oi | 10 |
| ha | 105 |
| nor2 | 83 |
-- metrics by stage --
stage	setup WS (ns)	instance area, µm²	util (%)	cells
floorplan	14.80	4760	-	722
global placement	13.30	5800	62.8	918
detailed placement	13.27	5800	62.8	918
CTS	13.26	5800	62.8	918
global route	12.97	5800	62.8	918
finish	13.17	5800	62.8	918
-- power by group through the flow --
stage	clock [W]	combinational, W	sequential [W]
4_1_cts	0	0.000108	0
5_1_grt	0	0.000120	0
6_report	0	0.000108	0
-- per-layer routing --
| metal | track usage [%] | share of wire (%) |
|---|---|---|
| met1 | 39.0 | 46 |
| met3 | 1.14 | 5.6 |
| met2 | 49.2 | 47 |
| met5 | 0 | 0 |
| met4 | 6.22 | 1.8 |
Power is estimated from default activity; no workload was simulated.
